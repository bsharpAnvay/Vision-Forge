===== design/flow/constraint.sdc =====
current_design system

set clk_period 5.1
set clk_io_pct 0.2

create_clock -name clk0 -period $clk_period [get_ports {clk}]

set non_clock_inputs [all_inputs -no_clocks]
set_input_delay [expr $clk_period * $clk_io_pct] -clock clk0 $non_clock_inputs
set_output_delay [expr $clk_period * $clk_io_pct] -clock clk0 [all_outputs]

===== design/flow/run.sh =====
#!/bin/bash
# OpenROAD 26Q1-2900-gdf79404cd8, Yosys 0.63+post, stock flow scripts
make -C /OpenROAD-flow-scripts/flow DESIGN_CONFIG=/design/flow/config.mk WORK_HOME=/design/flow/orfs finish

===== design/flow/config.mk =====
export PLATFORM = sky130hd
export DESIGN_NAME = system
export DESIGN_NICKNAME = system
export VERILOG_FILES = /design/flow/design.v
export SDC_FILE = /design/flow/constraint.sdc
export NUM_CORES = 4
export LEC_CHECK = 1
export CORE_UTILIZATION = 30

===== design/flow/design.v =====
module system(
    input front_sensor,
    input back_sensor,
    input clk,
    input rstn,
    input [1:0] password,
    output wire green_LED,
    output wire red_LED,
    output reg[3:0] display_screen
);
parameter IDLE=3'b000;
parameter WAIT=3'b001;
parameter RIGHT=3'b011;
parameter WRONG=3'b010;
parameter STOP=3'b100;
reg [2:0] present, next;
reg [31:0] counter_wait;
reg r_temp, g_temp;
always @(posedge clk or negedge rstn) begin
    if(~rstn)
        present= IDLE;
    else
        present= next;
end
always @(posedge clk or negedge rstn) begin
    if(~rstn)
        counter_wait<=0;
    else if(present==WAIT)
        counter_wait<= counter_wait+1;
    else
        counter_wait<=0;
end
always @(*) begin
    case (present)
        IDLE:
        begin
            if(front_sensor==1)
                next= WAIT;
            else
                next= present;
        end    
        WAIT:
        begin
            if(counter_wait<=3)
                next= WAIT;
            else
                begin
                    if(password==2'b10)
                        next= RIGHT;
                    else
                        next= WRONG;
                end
        end
        WRONG:
        begin
            if(password==2'b10)
                next= RIGHT;
            else
                next= present; 
        end 
        RIGHT:
        begin
            if(front_sensor==1 && back_sensor==1)
                next= STOP;
            else if(back_sensor==1)
                next= IDLE;
            else
                next= present;
        end
        STOP:
        begin
            if(password==2'b10)
                next= RIGHT;
            else
                next= STOP;
        end
        default: 
            next= IDLE;
    endcase
end
always @(posedge clk) begin
    case (present)
        IDLE:
        begin
            g_temp= 1'b0;
            r_temp= 1'b0;
            display_screen= 4'b0000;
        end
        WAIT:
        begin
            g_temp=1'b0;
            r_temp=1'b1;
            display_screen=4'b0001;
        end
        WRONG:
        begin
            g_temp= 1'b0;
            r_temp= ~r_temp;
            display_screen= 4'b0011;
        end
        RIGHT:
        begin
            g_temp= ~g_temp;
            r_temp= 1'b0;
            display_screen= 4'b0100;
        end
        STOP:
        begin
            g_temp= 1'b0;
            r_temp= ~r_temp;
            display_screen= 4'b0111;
        end
    endcase
end
assign red_LED= r_temp;
assign green_LED =g_temp;
endmodule

==> flow_metrics.rpt <==
IMPLEMENTATION SUMMARY REPORT
----------------------------------------------------
[Floorplanning]
  Core region area ........................ 0.00679 sq mm
  Number of placement rows ........................ 30
  Fraction of the core area occupied by cells at floorplan ........................ 0.310
  DIE WIDTH ........................ ~86 um
  Number of I/O pins ........................ 12
  Vertical die size ........................ approximately 86 um
  Die Area ........................ 0.00735 sq mm

[Clock network]
  Number of buffers inserted to repair setup after CTS ........................ 0
  CTS HTree Levels ........................ 2
  Clock Tree Buf Depth ........................ 2
  Clock latency of the later-clocked register in the worst-skew pair ........................ 0.29 ns
  CTS tree ........................ yes
  CTS Buf Count ........................ 5
  Number of hold buffers added after cts ........................ 0
  CTS-repair resized insts ........................ 0
  Clock Sink Count ........................ approximately 42
  Clock transition at the registers of the reported paths ........................ 0.09 ns
  Cell at the root of the clock tree ........................ sky130_fd_sc_hd__clkbuf_8

[Routing]
  Total detailed-routing wirelength ........................ 3.73 mm
  Number of vias after detailed routing ........................ 1421
  Vias/cell ........................ about 4.6
  DR iter-0 viols ........................ 103
  Routed wire length per instance ........................ 12.0 um
  Remaining number of nets flagged by the antenna check after routing ........................ 0
  DRC violation count after routing ........................ 0
  Inserted Diodes ........................ 0
  Number of search-and-repair iterations in the first detailed-routing pass ........................ 4

[Cells and area]
  Sequential standard cell area ........................ 0.00108 sq mm
  Total area of multi-input combinational cells ........................ 980 sq um
  Final standard cell count with taps included and fillers excluded ........................ 311
  Final design utilization ........................ 0.353
  Share of final-layout standard cells stronger than drive strength 1 ........................ 0.0837
  Area of all placed cells without fillers ........................ 0.00240 sq mm
  Area grow syn2layout ........................ 14.1%
  Count of filler cells inserted in the layout ........................ 684

[Yosys]
  Flops out of synthesis ........................ 42
  Summed instance area of the synthesized netlist ........................ 0.00210 sq mm
  Post-synthesis cell type with the largest combined area ........................ sky130_fd_sc_hd__dfrtp_1
  Top cells by count, synth ........................ sky130_fd_sc_hd__dfrtp_1 (36), sky130_fd_sc_hd__and2_1 (26), sky130_fd_sc_hd__xnor2_1 (21), sky130_fd_sc_hd__nand2_1 (13), sky130_fd_sc_hd__nand4_1 (13)
  Cell count after synthesis ........................ 201
  Most common cell in the netlist ........................ sky130_fd_sc_hd__dfrtp_1
  Area fraction of the dominant cell type after synthesis ........................ 0.428
  Top area cell types ........................ sky130_fd_sc_hd__dfrtp_1 (43%), sky130_fd_sc_hd__xnor2_1 (8.7%), sky130_fd_sc_hd__and2_1 (7.7%)
  Summed standard-cell area reported by yosys ........................ approximately 0.0021 sq mm
  Cell total in the yosys stat output ........................ 201
  Sequential-to-total area share from yosys stat ........................ 0.512
  Synthesis warning total ........................ 1
  Most common flop cell mapped by yosys ........................ sky130_fd_sc_hd__dfrtp_1
  Tally of unique sky130hd cells used after synthesis ........................ 36
  Flip-flops with a built-in enable ........................ 5
  Average cell area after synthesis ........................ 10.5 sq um
  Asr flop ratio synth ........................ 0.881

[Global route]
  Antenna violations before repair ........................ 0
  Total track usage ........................ 0.120
  Largest net degree at the start of global routing ........................ 39
  Met2 Resource Use GR ........................ 0.177
  Leftover overflow at the end of global routing ........................ 0
  Global-route wire length before repair ........................ 6.99 mm
  Global-route met3 utilization ........................ 0.0234
  Highest-utilization routing layer at the global route stage ........................ met1
  Met1 capacity usage during global routing ........................ 0.196
  Number of global-route vias before repair ........................ 1490

[STA]
  Worst setup margin ........................ 2.97 ns
  Post-layout min period ........................ approximately 2.1 ns
  Hold Worst Slack ........................ slightly below 0.5 ns
  Fin. max-slew vios ........................ 0
  Max Clock Skew ........................ 0.00969 ns
  Total negative slack for setup checks ........................ 0 ns
  Endpoints failing hold ........................ 0
  Final tally of setup violations ........................ 0
  Maximum clock rate ........................ 470 MHz
  Post-route clock period utilization ........................ 0.417
  Setup repair after global routing missed its margin ........................ no

[Placed design]
  Quantity of I/O buffers inserted on ports ........................ 10
  Total cell area at the placement stage ........................ ~0.0023 sq mm
  RePlAce Congestion ........................ about 0.82
  Cell count after placement ........................ between 300 and 400
  DPL Wire Length ........................ ~2.5 mm
  Pre-CTS setup slack ........................ between 3 and 4 ns

[Power]
  Leakage power ........................ approximately 1.0 nW
  Post-layout power ........................ 0.820 mW
  Peak ir drop on the vdd network ........................ 0.121 mV
  Pwr/cell area ........................ 342 mW/mm^2

[Job]
  OpenROAD warning count ........................ 25
  Number of violations of the max-capacitance limit ........................ 0

[Min path]
  Type of the most critical hold path ........................ reg2reg
  Number of stages on the worst hold path ........................ 1

[Critical path]
  Arrival time of the worst setup path ........................ 1.11 ns
  CP Depth ........................ 1
  Critical-path cell list ........................ clkdlybuf4s50_1
  Slowest cell delay on critical path ........................ 0.46 ns
  Data required, critical path ........................ between 4 and 5 ns
  Largest delay share family, worst path ........................ buffers and inverters
  Worst r2r path cells ........................ 5
  Sort of element at the start of the critical path ........................ flip-flop
  Largest fanout on the critical path ........................ 2
  Critical path class ........................ reg2out
  CP endpoint kind ........................ output pin
  Critical path's slowest cell ........................ sky130_fd_sc_hd__clkdlybuf4s50_1
  Buffering stage count on the worst path with inverters included ........................ 1

[Outcome]
  Run status ........................ completed

----------------------------------------------------
logic make-up (layout without fill, tap and decap cells):
logic type,count (synthesis),in the layout,synth area share
flops,42,42,0.512
buf+inv,11,25,0.0220
other cells,1,1,0.00178
xor+xnor,26,26,0.108
fa+ha+maj,1,1,0.00595
compound gates,12,12,0.0357
simple gates,108,108,0.314
routing by layer:
layer | vias to the layer above | routed length, um
met5 | - | 0
met4 | 0 | 33
met3 | 7 | 130
met2 | 21 | 1570
met1 | 664 | 2000
li1 | 729 | -
cell type report:
type	instances	share of cell area
Timing Repair Buffer	13	0.0490
Clock buffer	5	0.0287
Sequential cell	42	0.449
Tap cell	96	0.0501
Inverter	4	0.00626
Multi-Input combinational cell	148	0.408
Clock inverter	3	0.00886
worst paths after layout:
kind	startpoint	slack (ns)	end
max	r_temp$_DFFE_PP_	2.97	red_LED
min	counter_wait[0]$_DFF_PN0_	0.49	counter_wait[0]$_DFF_PN0_
max reg2reg	counter_wait[6]$_DFF_PN0_	3.25	counter_wait[31]$_DFF_PN0_
min reg2reg	counter_wait[0]$_DFF_PN0_	0.49	counter_wait[0]$_DFF_PN0_
max in group asynchronous	rstn	3.99	present[0]$_DFF_PN1_
min in group asynchronous	rstn	0.76	counter_wait[26]$_DFF_PN0_
flip-flops by register name (all words and copies together), names as in the netlist:
signal	count
counter_wait	32
g_temp	1
r_temp	1
display_screen	3
present	5
cell usage in the layout (no fill, tap or decap), types with 4 or more instances in the layout:
master                            count
sky130_fd_sc_hd__nor4_1               9
sky130_fd_sc_hd__or3_1                5
sky130_fd_sc_hd__nand2_1             13
sky130_fd_sc_hd__xnor2_1             21
sky130_fd_sc_hd__and2_1              26
sky130_fd_sc_hd__clkbuf_8             5
sky130_fd_sc_hd__nand4_1             13
sky130_fd_sc_hd__inv_1                4
sky130_fd_sc_hd__nor2_1               8
sky130_fd_sc_hd__edfxtp_1             5
sky130_fd_sc_hd__nand3_1             12
sky130_fd_sc_hd__clkdlybuf4s50_1      9
sky130_fd_sc_hd__o21ai_0              6
sky130_fd_sc_hd__nand2b_1             4
sky130_fd_sc_hd__and3_1               5
sky130_fd_sc_hd__xor2_1               5
sky130_fd_sc_hd__dfrtp_1             36
report_power, final:
| part | leakage (nW) | internal (mW) | switching (mW) |
|---|---|---|---|
| Sequential | 0.558 | 0.401 | 0.0271 |
| Combinational | 0.437 | 0.0888 | 0.0904 |
| Clock | 0.0441 | 0.0962 | 0.117 |
| Total | 1.04 | 0.586 | 0.234 |
Power figures rest on the tool's default switching activity, not on a simulated workload.
